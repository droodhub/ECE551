**config.mk**
```make
export PLATFORM = sky130hd
export DESIGN_NAME = segway_math
export DESIGN_NICKNAME = segway_math
export VERILOG_FILES = /design/flow/design.v
export SDC_FILE = /design/flow/constraint.sdc
export NUM_CORES = 4
export LEC_CHECK = 1
export CORE_UTILIZATION = 50
```
**constraint.sdc**
```tcl
current_design segway_math

set clk_period 26.1
set clk_io_pct 0.2

create_clock -name clk0 -period $clk_period

set non_clock_inputs [all_inputs -no_clocks]
set_input_delay [expr $clk_period * $clk_io_pct] -clock clk0 $non_clock_inputs
set_output_delay [expr $clk_period * $clk_io_pct] -clock clk0 [all_outputs]
```
**design.v**
```verilog
module segway_math(input signed[11:0] PID_cntrl, input[7:0] ss_tmr, input[11:0]steer_pot, input en_steer, input pwr_up,
			output signed[11:0]lft_spd, output signed[11:0]rght_spd, output too_fast);
	localparam MIN_DUTY = 13'h3C0;
	localparam LOW_TORQUE_BAND = 8'h3C;
	localparam GAIN_MULT = 6'h10;
	logic signed [19:0]large_PID_ss;  
	logic signed [11:0]PID_ss;  
	logic signed [12:0]PID_ss_ext;
	logic [11:0]steer_pot_clipped;  
	logic signed [11:0]steer_pot_signed;
	logic signed [12:0]steer_pot_8th, steer_pot_16th, scaled_steer_pot;  
	logic signed [12:0]lft_torque, rght_torque, lft_torque_select, rght_torque_select, lft_torque_comp,
				rght_torque_comp; 
	logic [12:0] lft_torque_abs, rght_torque_abs; 
	logic signed [12:0] lft_shaped_pre, rght_shaped_pre, lft_shaped, rght_shaped; 
	logic signed [12:0] rght_gain_check, lft_gain_check; 
	assign large_PID_ss = $signed({1'b0, ss_tmr}) * PID_cntrl; 
	assign PID_ss = large_PID_ss[19:8];  
	assign PID_ss_ext = {PID_ss[11], PID_ss};
	assign steer_pot_clipped = (~|steer_pot[11:9])? 12'h200 : (&steer_pot[11:9])? 12'hE00 : steer_pot; 
	assign steer_pot_signed = steer_pot_clipped - 12'h7FF;
	assign steer_pot_8th = {{4{steer_pot_signed[11]}}, steer_pot_signed[11:3]};
	assign steer_pot_16th = {{5{steer_pot_signed[11]}}, steer_pot_signed[11:4]};
	assign scaled_steer_pot = steer_pot_16th + steer_pot_8th;
	assign lft_torque_select = PID_ss_ext + scaled_steer_pot;
	assign rght_torque_select = PID_ss - scaled_steer_pot;
	assign lft_torque = en_steer ? lft_torque_select : PID_ss_ext;
	assign rght_torque = en_steer ? rght_torque_select : PID_ss_ext;
	assign lft_torque_comp = lft_torque[12]? (lft_torque - MIN_DUTY) : (lft_torque + MIN_DUTY);
	assign rght_torque_comp = rght_torque[12]? (rght_torque - MIN_DUTY) : (rght_torque + MIN_DUTY);
	assign lft_gain_check = $signed(GAIN_MULT) * lft_torque;
	assign rght_gain_check = $signed(GAIN_MULT) * rght_torque;
	assign lft_torque_abs = lft_torque[12] ? (~lft_torque + 1) : lft_torque;
	assign rght_torque_abs = rght_torque[12] ? (~rght_torque + 1) : rght_torque;
	assign lft_shaped_pre = (lft_torque_abs > LOW_TORQUE_BAND) ? lft_torque_comp : lft_gain_check;
	assign rght_shaped_pre = (rght_torque_abs > LOW_TORQUE_BAND) ? rght_torque_comp : rght_gain_check;
	assign lft_shaped = pwr_up ? lft_shaped_pre : 13'h0000;
	assign rght_shaped = pwr_up ? rght_shaped_pre : 13'h0000;
	assign lft_spd = (~lft_shaped[12] && lft_shaped[11]) ? 12'h7FF : 
						(lft_shaped[12] && !lft_shaped[11]) ? 12'h800 : {lft_shaped[12], lft_shaped[10:0]};
	assign rght_spd = (~rght_shaped[12] && rght_shaped[11]) ? 12'h7FF : 
						(rght_shaped[12] && !rght_shaped[11]) ? 12'h800 : {rght_shaped[12], rght_shaped[10:0]};
	assign too_fast = (lft_shaped > $signed(12'd1792)) ? 1 : (rght_shaped > $signed(12'd1792)) ?  1 : 0;
endmodule
```
**run.sh**
```bash
#!/bin/bash
# OpenROAD 26Q1-2900-gdf79404cd8, Yosys 0.63+post, stock flow scripts
make -C /OpenROAD-flow-scripts/flow DESIGN_CONFIG=/design/flow/config.mk WORK_HOME=/design/flow/orfs finish
```
==> run notes <==
Here are the numbers from the latest Yosys + OpenROAD run.

The post-synthesis cell type count came out at 86. The minimum clock period came out at 19960 ps. Setup repair after global routing left no endpoint under its margin. The register area share after synthesis is 0.

According to the cell report, flip-flops and latches in the layout number 0. The worst-case hold slack is 11680 ps. The max-slew violation count came out at 0. The number of setup buffers added after CTS came out at 0.

Buffers placed on the I/O ports in this run total 59. The number of endpoints failing setup at the final stage is 0. The first global-routing pass estimated 31600 um of wire. The startpoint type of the worst setup path is an input port. Entering global routing, the biggest net connects 47 pins.

Summed over all routing layers, the global router reports a total usage of 0.271. The post-route setup TNS came out at 0 ps. The quantity of hold-fixing buffers added after cts is 0.

The final wirelength came out at 18700 um. The number of vias after detailed routing is 6867. The maximum fanout encountered on the critical timing path is 12. The number of antenna violations at the first check in global routing is 0.

The worst-case max-slew headroom was logged as 0.421. The top cell type in the final layout, fill and taps aside, is sky130_fd_sc_hd__inv_1. The total grt overflow came out at 0. The remaining design rule violation count came out at 0.

The number of global-route vias before repair came out at 6384. sky130_fd_sc_hd__fa_1 takes more of the synthesized area than any other cell. The count of instantiated cells in the yosys netlist is 969. The hold violation total from the final report is 0. The number of warnings printed during yosys synthesis came out at 0. The half-perimeter wire length after detailed placement came out at 15900 um. The via-per-instance ratio is 5.85. The final weighted congestion recorded by global placement is 0.941. The starting density of the core came out at 0.519. The transition time recorded at the tightest slew-check pin is 862 ps. The standard cell with the maximum stage delay on the critical path is sky130_fd_sc_hd__fa_1. The average cell area after synthesis is 7.55 sq um. In this design, the largest share of critical-path delay is due to adder cells. Counting both buffers and inverters, the worst setup path holds a total of 8.

The worst setup path is of the input port to primary output kind. In this run the remaining antenna-violating nets after routing total 0. The most common logic cells in the final layout are sky130_fd_sc_hd__inv_1 (130), sky130_fd_sc_hd__nand2_1 (97), sky130_fd_sc_hd__fa_1 (80).

In the log, the iteration count for the first detailed-route pass is 5. The core outline area is 0.0141 sq mm. The number of rows in the core area is 43. The number of filler instances in the final layout is 1316. The type of the tightest min-delay check is input port to primary output.

OpenROAD emitted warnings numbering 45.

The horizontal extent of the die is 123 um. The run finished with clean final reports. 0 antenna diodes ended up in the layout. The post-synth design cell area came out at 0.00731 sq mm. Synthesis handed over a netlist of 969 instances. The number of clock-tree buffers in the layout came out at 0.

Ranked by total cell area, the synthesized netlist is headed by sky130_fd_sc_hd__fa_1 (22%), sky130_fd_sc_hd__ha_1 (14%), sky130_fd_sc_hd__inv_1 (6.7%). The peak per-stage delay on the critical path came out at 700 ps. The top-level port count is 59.

The die boundary height is 123 um. The cell occurring most often along the worst timing path is sky130_fd_sc_hd__inv_1. The portion of synthesized cell area occupied by the leading cell type came out at 0.219. The fraction of final layout cells with drive strength greater than 1 came out at 0.0413. STA classifies the critical path endpoint as a primary output. The register area is 0 sq um. The ratio of final minimum period to clock period came out at 0.765.

Per the OpenROAD floorplan log, the area of the die is 0.0151 sq mm. Static timing analysis puts the maximum clock frequency at 0.0501 GHz. In this run the maximum-capacitance check reported violations numbering 0. Post-synthesis, Yosys gives the total cell area as 0.00731 sq mm.

The arrival time of the worst setup path is 14740 ps. The number of cells upsized or downsized after cts came out at 0. The average routed wire per standard cell is 15.9 um. The layout-stage area growth over the synthesis result came out at 8.86%. The data required time of the worst path came out at 20880 ps. The DRC violation total after the first TritonRoute iteration is 536.
cells by family after synthesis:
logic type / count (synthesis) / synth area share
xor+xnor: 50 / 0.0599
mux: 8 / 0.0118
simple gates: 320 / 0.226
buf+inv: 168 / 0.0915
fa+ha+maj: 163 / 0.360
compound gates: 260 / 0.251
synthesized netlist by cell type (9+ instances only):
library cell,count
sky130_fd_sc_hd__ha_1,79
sky130_fd_sc_hd__a21oi_1,72
sky130_fd_sc_hd__fa_1,80
sky130_fd_sc_hd__nor3_1,19
sky130_fd_sc_hd__and2_1,54
sky130_fd_sc_hd__xnor2_1,39
sky130_fd_sc_hd__a21o_1,23
sky130_fd_sc_hd__buf_2,10
sky130_fd_sc_hd__inv_1,130
sky130_fd_sc_hd__nor2b_1,9
sky130_fd_sc_hd__clkbuf_1,22
sky130_fd_sc_hd__o21ai_0,34
sky130_fd_sc_hd__nand3_1,23
sky130_fd_sc_hd__xor2_1,11
sky130_fd_sc_hd__o21a_1,9
sky130_fd_sc_hd__nand2b_1,9
sky130_fd_sc_hd__nand2_1,97
sky130_fd_sc_hd__a211oi_1,10
sky130_fd_sc_hd__nor2_1,56
area by class of cell:
cell class         count  area (sq um)  area share
inverters            131           492      0.0618
multi-input cells    801          6640       0.834
well taps            180           225      0.0283
repair buffers        61           601      0.0754
metrics by stage:
step	instance area, sq um	utilization	setup WS [ps]	cells
3_5_place_dp	7960	0.565	6200	1173
3_3_place_gp	7960	0.565	6330	1173
5_1_grt	7960	0.565	5490	1173
4_1_cts	7960	0.565	6170	1173
6_report	7960	0.565	6140	1173
2_1_floorplan	7310	-	8160	969
per-layer routing:
layer  vias to the layer above  GRT usage  part of all wire  wire length [um]
li1                       3404          -                 -                 -
met1                      3237      0.443              0.51              9480
met2                       218      0.407              0.42              7940
met3                         8     0.0363             0.061              1150
met4                         0     0.0168            0.0066               124
met5                         -          0                 0                 0
worst paths after layout:
| path | to | cells after the start | from | slack (ps) |
|---|---|---|---|---|
| setup / recovery | lft_spd[10] | 32 | ss_tmr[1] | 6140 |
| hold / removal | lft_spd[5] | 3 | pwr_up | 11680 |
