$ cat config.mk
export PLATFORM = sky130hd
export DESIGN_NAME = balance_cntrl
export DESIGN_NICKNAME = balance_cntrl
export VERILOG_FILES = /design/flow/design.v
export SDC_FILE = /design/flow/constraint.sdc
export NUM_CORES = 4
export LEC_CHECK = 1
export CORE_UTILIZATION = 50
$ cat constraint.sdc
current_design balance_cntrl

set clk_period 29.8
set clk_io_pct 0.2

create_clock -name clk0 -period $clk_period [get_ports {clk}]

set non_clock_inputs [all_inputs -no_clocks]
set_input_delay [expr $clk_period * $clk_io_pct] -clock clk0 $non_clock_inputs
set_output_delay [expr $clk_period * $clk_io_pct] -clock clk0 [all_outputs]
$ cat design.v
module PID(input signed [15:0]ptch, input signed [15:0] ptch_rt, input clk, input rst_n,
				 input vld, input pwr_up, input rider_off, output [7:0] ss_tmr, output signed [11:0] PID_cntrl);
parameter fast_sim = 1;  
logic signed [9:0] ptch_err_sat;
logic signed [17:0] ptch_err_sat_ext, sum_I_term, vld_mux_output, rider_mux_output;
localparam P_COEFF = 5'h0C;
logic signed [14:0] P_term;
logic signed [14:0] I_term;
logic signed [12:0] D_term;
logic signed [15:0] sum;
logic signed [15:0] P_ext, I_ext, D_ext;
logic signed [17:0] integrator;
logic [26:0] timer;
logic [8:0]add_term;
logic ov;
generate
	if(fast_sim)
		assign add_term = 9'h100;
	else	
		assign add_term = 9'h001;
endgenerate
always_ff @(posedge clk, negedge rst_n) begin
	if(!rst_n)
		timer <= 27'h0000000;
	else if(!pwr_up)
		timer <= 27'h0000000;
	else if(~&timer[26:8]) begin
			timer <= timer + add_term;
	end
end
assign ss_tmr = timer[26:19];
assign ptch_err_sat = (~ptch[15] && |ptch[14:9])? 10'h1FF :(ptch[15] && ~&ptch[14:9])? 10'h200 : 
						{ptch[15], ptch[8:0]};
assign ptch_err_sat_ext = {{8{ptch_err_sat[9]}}, ptch_err_sat};
assign sum_I_term = ptch_err_sat_ext + integrator;
assign ov = (integrator[17] == ptch_err_sat_ext[17] && ptch_err_sat_ext[17] != sum_I_term[17]) ? 1 : 0;
always_ff @(posedge clk, negedge rst_n) begin
	if(!rst_n) 
		integrator <= 18'h00000;
	else if(rider_off)
		integrator <= 18'h00000;
	else if(vld && ~ov)
		integrator <= sum_I_term;
end
assign P_term = $signed(P_COEFF) * ptch_err_sat;
generate
	if(fast_sim)
		assign I_term = (~integrator[17] && |integrator[16:15])? 15'h3FFF : 
							(integrator[17] && ~&integrator[16:15]) ? 15'h4000 : integrator[15:1];
	else
		assign I_term = {{3{integrator[17]}}, integrator[17:6]}; 
endgenerate
assign D_term = ~({{3{ptch_rt[15]}}, ptch_rt[15:6]});
assign P_ext = {P_term[14], P_term[14:0]};
assign I_ext = {I_term[14], I_term[14:0]};
assign D_ext = {{3{D_term[12]}}, D_term[12:0]};
assign sum = P_ext + I_ext + D_ext;
assign PID_cntrl = (~sum[15] && |sum[14:11])? 12'h7FF :(sum[15] && ~&sum[14:11])? 12'h800 : 
						{sum[15], sum[10:0]};
endmodule
module SegwayMath(PID_cntrl, ss_tmr, steer_pot, en_steer, pwr_up, lft_spd, rght_spd, too_fast);
	input signed [11:0]PID_cntrl;
	input [11:0]steer_pot;
	input [7:0]ss_tmr;
	input en_steer, pwr_up;
	output signed [11:0]lft_spd, rght_spd;
	output too_fast;
	localparam MIN_DUTY = 13'h3C0;
	localparam LOW_TORQUE_BAND = 8'h3C;
	localparam GAIN_MULT = 6'h10;
wire signed [8:0]ss_tmr_zext; 
wire signed [19:0] ss_tmr_zext_mult_PID_cntrl;
wire signed [11:0]PID_ss;
wire [11:0]steer_pot_clipped;
	wire signed [11:0] steer_pot_signed;
	wire signed[11:0] steer_pot_one_eigth;
	wire signed[11:0] steer_pot_one_sixteen;
	wire signed[11:0] steer_pot_three_sixteen;	
	wire signed [12:0]PID_ss_sext_13b;
	wire signed [12:0]lft_torque,rght_torque;
wire signed [12:0]lft_torque_minus_MIN_DUTY;
	wire signed [12:0]lft_torque_plus_MIN_DUTY;
	wire signed [12:0]lft_torque_comp;
	wire signed [12:0] lft_torque_mult_GAIN_MULT;
	wire signed [12:0]lft_mux2_to_mux3;
	wire [12:0]abs_lft_torque;
	wire signed [12:0]lft_shaped;
wire signed [12:0]rght_torque_minus_MIN_DUTY;
	wire signed [12:0]rght_torque_plus_MIN_DUTY;
	wire signed [12:0]rght_torque_comp;
	wire signed [12:0]rght_torque_mult_GAIN_MULT;
	wire signed [12:0]rght_mux2_to_mux3;
	wire [12:0]abs_rght_torque;
	wire signed [12:0]rght_shaped;
	assign ss_tmr_zext = {1'b0,ss_tmr}; 
	assign ss_tmr_zext_mult_PID_cntrl = $signed(ss_tmr_zext) * PID_cntrl;
	assign PID_ss = {ss_tmr_zext_mult_PID_cntrl[19:8]};
	assign steer_pot_clipped =	(steer_pot < 12'h200)? 12'h200:
								(steer_pot > 12'hE00)? 12'hE00:
								steer_pot;
	assign steer_pot_signed = steer_pot_clipped - 12'h7ff;
	assign steer_pot_one_eigth = {{4{steer_pot_signed[11]}},steer_pot_signed[11:3]};
	assign steer_pot_one_sixteen = {{5{steer_pot_signed[11]}},steer_pot_signed[11:4]};
	assign steer_pot_three_sixteen = steer_pot_one_eigth + steer_pot_one_sixteen;
	assign PID_ss_sext_13b = {PID_ss[11],PID_ss};
	assign lft_torque = (en_steer)?(PID_ss_sext_13b + steer_pot_three_sixteen):(PID_ss_sext_13b);
	assign rght_torque = (en_steer)?(PID_ss_sext_13b - steer_pot_three_sixteen):(PID_ss_sext_13b);
	assign lft_torque_minus_MIN_DUTY = lft_torque - MIN_DUTY;
	assign lft_torque_plus_MIN_DUTY = lft_torque + MIN_DUTY;
	assign lft_torque_comp = (lft_torque[12])?lft_torque_minus_MIN_DUTY:lft_torque_plus_MIN_DUTY;
	assign lft_torque_mult_GAIN_MULT = lft_torque * $signed(GAIN_MULT);
	assign abs_lft_torque = (lft_torque[12])? ~lft_torque+1 : lft_torque;
	assign lft_mux2_to_mux3 = (abs_lft_torque > LOW_TORQUE_BAND)? lft_torque_comp : lft_torque_mult_GAIN_MULT;
	assign lft_shaped = (~pwr_up)? 13'h0000:lft_mux2_to_mux3;
	assign rght_torque_minus_MIN_DUTY = rght_torque - MIN_DUTY;
	assign rght_torque_plus_MIN_DUTY = rght_torque + MIN_DUTY;
	assign rght_torque_comp = (rght_torque[12])?rght_torque_minus_MIN_DUTY:rght_torque_plus_MIN_DUTY;
	assign rght_torque_mult_GAIN_MULT = rght_torque * $signed(GAIN_MULT);
	assign abs_rght_torque = (rght_torque[12])? ~rght_torque+1 : rght_torque;
	assign rght_mux2_to_mux3 = (abs_rght_torque > LOW_TORQUE_BAND)? rght_torque_comp : rght_torque_mult_GAIN_MULT;
	assign rght_shaped = (~pwr_up)? 13'h0000:rght_mux2_to_mux3;
	assign lft_spd = (~lft_shaped[12] && (lft_shaped[11]))?12'h7ff:
						(lft_shaped[12] && !(&lft_shaped[11]))?12'h800:
						{lft_shaped[12],lft_shaped[10:0]};
	assign rght_spd = (~rght_shaped[12] && (rght_shaped[11]))?12'h7ff:
						(rght_shaped[12] && !(&rght_shaped[11]))?12'h800:
						{rght_shaped[12],rght_shaped[10:0]};
	assign too_fast = (lft_spd > $signed(12'd1792) || rght_spd > $signed(12'd1792))?1:0;
endmodule
module balance_cntrl(clk, rst_n, vld, ptch, ptch_rt, pwr_up, rider_off, steer_pot, en_steer, lft_spd, rght_spd, too_fast);
parameter fast_sim = 1;
input clk, rst_n, vld, rider_off, en_steer, pwr_up;
input [15:0]ptch, ptch_rt;
input [11:0]steer_pot;
output [11:0]lft_spd, rght_spd;
output too_fast;
wire [11:0]PID_cntrl;
wire [7:0]ss_tmr;
PID #(fast_sim) pid1(.clk, .rst_n, .vld, .pwr_up, .rider_off, .ptch, .ptch_rt, .PID_cntrl, .ss_tmr);
SegwayMath swm(.PID_cntrl, .ss_tmr, .steer_pot, .en_steer, .pwr_up, .lft_spd, .rght_spd, .too_fast);
endmodule
$ cat run.sh
#!/bin/bash
# OpenROAD 26Q1-2900-gdf79404cd8, Yosys 0.63+post, stock flow scripts
make -C /OpenROAD-flow-scripts/flow DESIGN_CONFIG=/design/flow/config.mk WORK_HOME=/design/flow/orfs finish
==> results.cfg <==
; yosys + openroad results
[status]
outcome = finished, final reports clean

[critical_path]
cp.arrival_ns = 21.75
cp_slowest_cell = sky130_fd_sc_hd__a21oi_1
critical_path_required_time_ns = 23.84
worst_path_most_repeated_cell = sky130_fd_sc_hd__a21oi_1
worst-setup-path-type = in -> out
end_kind = primary output
worstPathMaxFanout = 16
critPathLaunchType = input pin
delay_of_the_slowest_cell_on_the_worst_path_ns = 0.61
reg2reg_depth = 19

[global_routing]
grt_max_degree = 46
total_congestion_overflow_after_global_routing = 0
grt_antenna_before_repair = 0
groute.usage.overall_pct = 25.54
grt_first_pass_wirelength_mm = 46.87
first_global_vias = 9531

[min_path]
worstHoldPathCells = 2
worst_hold_path_type = reg -> reg

[yosys]
post_synth_mux_area_share_pct = 2.107
flop_cell = sky130_fd_sc_hd__dfrtp_1
synth-edff-count = 0
ys_sh_xor_pct = 7.057
synth.yosys.chip_area_mm2 = 0.01140
fraction_of_the_mapped_netlist_area_in_compound_gates_pct = 21.24
netlist-cell-type-count = 90
post_synth_instance_area_mm2 = 0.01140
yosys.area_share.simple_pct = 21.98
adder_share_pct = 31.48
yosys-stat-cells = 1481
ys_seq_share_pct = 8.122
ys.flops = 37
synthesis.instances = 1481
proportion_of_synthesized_flip_flops_having_asynchronous_set_or_reset_pct = 100.0
syn-mean-instance-area_um2 = 7.697
topCombFamilyByArea = adder cells
yosys_warnings = 1

[final_timing]
relSlewSlack_pct = 44.71
setup_violating_endpoint_count_in_the_final_report = 0
final.setup.tns_ns = 0
final.setup_skew_ns = 0.003807
final_period_minus_worst_setup_slack_ns = 27.71
timing.final.max_slew_violations = 0
pin_slew_with_the_least_headroom_to_its_limit_ns = 0.8293
rsz_0062_raised_after_global_routing = no
finalCritPeriodShare_pct = 93.00
max_clock_freq_ghz = 0.03608
hold_violations = 0

[cells_and_area]
final_cells = 1799
area_growth_from_synthesis_to_layout_pct = 9.154
area.sequential_um2 = 925.9
dominant_logic_cell_types_in_the_final_layout = 176 x sky130_fd_sc_hd__inv_1, 151 x sky130_fd_sc_hd__nor2_1, 135 x sky130_fd_sc_hd__nand2_1, 130 x sky130_fd_sc_hd__ha_1, 115 x sky130_fd_sc_hd__a21oi_1
stdcell_area_mm2 = 0.01244
drive_gt1_share_pct = 3.950
num-fill-cells = 2102
layout_top_cell_excl_fill_tap = sky130_fd_sc_hd__inv_1
combGateArea_mm2 = 0.009560

[die]
fp.dieW_um = 153.0
chipHeight_um = 153.0
core_region_area_mm2 = 0.02209
row_count = 54
core_util_floorplan_pct = 51.60
chipArea_mm2 = 0.02341
io-pin-count = 75

[drt]
final_antenna_net_count = 0
post_drt_wl_per_cell_um = 15.49
totalWireLength_mm = 27.87
detailedRoute.firstPassIterationCount = 5
detailroute.via_count = 9993
remaining_drc_errors = 0
number_of_antenna_cells_inserted = 0
drt-initial-drc-count = 448
detail_route.vias_per_cell = 5.555

[clock_tree]
numCtsBuffers = 5
cts_tree = built
clk_ins_delay_skew_pair_ns = 0.27
cts_hold_buf = 0
ctsHtreeMaxLevel = 2
cts.reportedPaths.clkPinSlew_ns = 0.06
cts_num_sinks = 37
clock_root_buffer = sky130_fd_sc_hd__clkbuf_16
max-clock-path-buffers = 2
post-cts-setup-buffer-count = 0
cts_resized = 0

[power]
vdd.ir_drop.worst_mv = 0.03845
power_w = 0.0005597
p_leak_nw = 6.056
power.density_mw_per_mm2 = 44.98

[placement]
dp_hpwl_mm = 23.23
dpl.cell_count = 1791
post_dp_cell_area_mm2 = 0.01230
gp_routability_congestion = 0.9390
io_port_bufs = 68

[flow_run]
total_tool_warning_count = 43
max-cap-violations = 0
-- path summary, 6_finish.rpt --
kind / start / slack [ns] / endpoint
min: pid1.integrator[0]$_DFFE_PN0P_ / 0.54 / pid1.integrator[0]$_DFFE_PN0P_
max in group asynchronous: rst_n / 23.71 / pid1.timer[15]$_DFFE_PN0P_
min in group asynchronous: rst_n / 5.73 / pid1.integrator[14]$_DFFE_PN0P_
max: ptch[15] / 2.09 / lft_spd[5]
min reg2reg: pid1.integrator[0]$_DFFE_PN0P_ / 0.54 / pid1.integrator[0]$_DFFE_PN0P_
max reg2reg: pid1.integrator[0]$_DFFE_PN0P_ / 25.61 / pid1.integrator[16]$_DFFE_PN0P_
-- synth_stat cells (all sizes together), types with 7 or more instances --
master,number,area [µm²]
buf,20,113.9
nand2,135,506.7
nand4,12,75.07
and2,47,294.0
fa,96,1922
or2,8,50.04
ha,130,1627
a31oi,13,87.58
mux2i,19,202.7
nor4,7,43.79
a211oi,18,155.1
and3,22,137.6
or3,13,81.33
inv,177,664.4
dfrtp,37,925.9
nand3,25,145.1
o211ai,8,78.82
o21a,20,150.1
a21o,24,180.2
nor2,151,566.8
o41ai,9,78.83
o21ai,65,325.3
o21bai,17,127.6
xor2,30,270.3
nand2b,21,131.4
a21boi,7,52.55
xnor2,61,534.3
clkbuf,35,135.1
a21oi,117,593.1
nor2b,21,131.4
nor3,20,100.1
nand3b,8,60.06
-- metal layers --
metal	vias to the layer above	wire length (µm)	GRT usage, %
met2	174	12810	41.98
met1	4647	13540	38.36
met3	12	1227	3.062
met5	-	0	0
li1	5160	-	-
met4	0	297	2.501
-- critical path, delay by kind of cell --
| family | cells | cell delay [ns] |
|---|---|---|
| buffers and inverters | 7 | 1.43 |
| XOR/XNOR | 1 | 0.17 |
| adder cells (fa/ha/maj) | 11 | 4.48 |
| AND/OR/NAND/NOR | 13 | 2.84 |
| AND-OR/OR-AND | 27 | 6.84 |
-- kinds of logic (layout without fill, tap and decap cells) --
group | Yosys count | count (layout)
buf+inv | 232 | 270
mux | 22 | 22
fa+ha+maj | 230 | 230
flops | 37 | 37
compound gates | 359 | 359
simple gates | 510 | 510
xor+xnor | 91 | 91
-- metrics by stage --
| step | setup slack, ns | hold WS (ns) | util (%) |
|---|---|---|---|
| floorplan | 4.565 | 0.4959 | - |
| global placement | 2.035 | 0.5147 | 55.69 |
| detailed placement | 2.155 | 0.5283 | 55.69 |
| CTS | 2.092 | 0.5420 | 56.32 |
| global route | 0.9171 | 0.5655 | 56.32 |
| finish | 2.086 | 0.5407 | 56.32 |
-- area by class of cell --
type,count,area share [%]
multi-input cells,1212,76.83
flip-flops and latches,37,7.441
repair buffers,85,6.455
inverters,177,5.339
well taps,280,2.815
clock buffers,6,1.036
clock inverters,2,0.08044
-- sequential cells by signal, indices dropped and copies added (netlist names) --
register         count
pid1.timer          19
pid1.integrator     18
-- power by group --
part           internal (W)  switching (W)  total [W]
clock             0.0000307      0.0000204  0.0000511
sequential        0.0000544     0.00000738  0.0000618
combinational      0.000174       0.000272   0.000447
No activity file was given, so power comes from the tool's default toggle rates.
