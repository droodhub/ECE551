## flow/config.mk

```make
export PLATFORM = sky130hd
export DESIGN_NAME = steer_en
export DESIGN_NICKNAME = steer_en
export VERILOG_FILES = /design/flow/design.v
export SDC_FILE = /design/flow/constraint.sdc
export NUM_CORES = 4
export LEC_CHECK = 1
export CORE_UTILIZATION = 30
```

## flow/constraint.sdc

```tcl
current_design steer_en

set clk_period 25.4
set clk_io_pct 0.2

create_clock -name clk0 -period $clk_period [get_ports {clk}]

set non_clock_inputs [all_inputs -no_clocks]
set_input_delay [expr $clk_period * $clk_io_pct] -clock clk0 $non_clock_inputs
set_output_delay [expr $clk_period * $clk_io_pct] -clock clk0 [all_outputs]
```

## flow/design.v

```verilog
module steer_en(clk, rst_n, lft_ld, rght_ld, en_steer, rider_off);
	parameter fast_sim = 1;
	input clk, rst_n;
	input [11:0] lft_ld, rght_ld;
	output en_steer, rider_off;
	localparam MIN_RIDER_WT = 12'h200;
	localparam WT_HYSTERESIS = 8'h40;
	logic [12:0]sum;
	logic [11:0]diff;
	logic [11:0]abs_diff;
	logic [11:0]sum_15_16;
	logic [10:0]sum_1_4;
	logic clr, full;
	reg [25:0]tmr;
	reg rider_off;
	reg en_steer;
	assign sum = lft_ld + rght_ld;
	assign diff = lft_ld - rght_ld;
	assign abs_diff = (diff[11] == 1)? 1 + ~diff : diff;
	assign sum_lt_min = (sum < MIN_RIDER_WT - WT_HYSTERESIS);
	assign sum_gt_min = (sum > MIN_RIDER_WT + WT_HYSTERESIS);
	assign sum_15_16 = (sum[12:1]  + sum[12:2]   + sum[12:3]   + sum[12:4]  );
	assign sum_1_4 = sum[12:2];
	assign diff_gt_1_4 = (abs_diff > sum_1_4);
	assign diff_gt_15_16 = (abs_diff > sum_15_16);
	always @(posedge clk)
		if(clr)
			tmr <= '0;
		else
			tmr <= tmr + 1;
	generate if(fast_sim)
		assign full = &tmr[14:0];
		else
			assign full = &tmr;
	endgenerate
	steer_en_SM SM(.clk, .rst_n, .clr_tmr(clr), .tmr_full(full), .sum_gt_min, .sum_lt_min, .diff_gt_1_4, .diff_gt_15_16, .rider_off, .en_steer);
endmodule
module steer_en_SM(clk,rst_n,tmr_full,sum_gt_min,sum_lt_min,diff_gt_1_4,
                   diff_gt_15_16,clr_tmr,en_steer,rider_off);
  input clk;				 
  input rst_n;				 
  input tmr_full;			 
  input sum_gt_min;			 
  input sum_lt_min;			 
  input diff_gt_1_4;		 
  input diff_gt_15_16;		 
  output logic clr_tmr;		 
  output logic en_steer;	 
  output logic rider_off;	 
  typedef enum reg[1:0] {IDLE, RIDER_ON, STEER_ENABLED} state_t;
	state_t state, nxt_state;
  always_ff @(posedge clk, negedge rst_n) begin  
		if(!rst_n)
			state <= IDLE;
		else
			state <= nxt_state;
	end
  always_comb begin  
	nxt_state = state;
	clr_tmr = 1'b0;
	en_steer = 1'b0;
	rider_off = 1'b1;
	case(state)
		IDLE: begin 
				if(sum_gt_min) begin  
					rider_off = 1'b0;
					nxt_state = RIDER_ON;
					clr_tmr = 1'b1;
				end
			end	
		RIDER_ON: begin 
					if(sum_lt_min) begin  
						nxt_state = IDLE;
					end
					else if(~diff_gt_1_4 && tmr_full) begin 
						nxt_state = STEER_ENABLED;
						rider_off = 1'b0;
						en_steer = 1'b1;
						clr_tmr = 1'b1;
					end
					else if(~diff_gt_1_4) begin
						rider_off = 1'b0;
					end
					else begin  
						clr_tmr = 1'b1;
						rider_off = 1'b0;
					end
				end	
		STEER_ENABLED: begin
				if(sum_lt_min) begin  
					nxt_state = IDLE;
				end
				else if(diff_gt_15_16) begin
					nxt_state = RIDER_ON;
					clr_tmr = 1'b1;
					rider_off = 1'b0;
				end
				else begin  
					en_steer = 1'b1;
					rider_off = 1'b0;
				end
			end
		endcase
	end
endmodule
```

## flow/run.sh

```bash
#!/bin/bash
# OpenROAD 26Q1-2900-gdf79404cd8, Yosys 0.63+post, stock flow scripts
make -C /OpenROAD-flow-scripts/flow DESIGN_CONFIG=/design/flow/config.mk WORK_HOME=/design/flow/orfs finish
```

==> results.txt <==
Outcome: finished, final reports clean
Crit-path max FO: 8
Die Area: 14,000 µm²
Yosys chip area: 4050 µm²
Crit-path max cell delay: 550 ps
GRT Total Usage: 12.9%
CP arrival: 11,670 ps
Root Driver: clkbuf_16
Total grt overflow: 0
Worst hold path class: reg -> reg
Post-CTS setup buffer count: 0
Crit end category: output port
Vias/cell: 5.00
Fmax: 59.7 MHz
Num CTS Buffers: 3
Setup violations, final: 0
Worst slew margin: 38.7%
First-pass GRT wire length: 14,900 µm
CTS H-tree depth: 1
Synth Seq Share: 9.30%
Post-synth top flop: dfxtp_1
Critical Path Start Type: input port
Top cell by count, worst path: o21ai_0
Clk slew on worst S/H paths: 50 ps
Placer Congestion: 0.862
Initial DRC count: 154
Largest net degree at the start of global routing: 16
Hpwl dp: 7290 µm
Synth Warn #: 6
Ys cells: 506
Final TNS setup: 0 ps
Ys flops: 18
Crit Path Class: in -> out
Cts hold-fix bufs: 0
Worst Path Required: 20,320 ps
Crit path max-delay cell type: xnor2_1
ANT nets after route: 0
Drt first pass iters: 6
Vias in the first global route: 3,272
Top post-synthesis cells by area: ha_1 22%, dfxtp_1 7.4%, xnor2_1 7.1%
Final Hold Viols: 0
Clock Skews: 1.65 ps
CTS Sinks: 18
Routed via count: 3,508
Yosys top cell by area: ha_1
Top-count cell post-synth: ha_1
Area growth from synthesis to layout: 12.9%
Final min period: 16,750 ps
Final Non-Filler Cells: 702
Number of placed instances with taps included: 698
Die x size: 118 µm
Max Buffers Root-to-Sink: 2
Async SR Flop Fraction: 16.7%
Final period util: 65.9%
I/O pin count: 28
Distinct cells, synth: 74
Ant diodes: 0
Fin Hold WS: 502 ps
Core Rows: 42
Post-cts gate resize count: 0
RSZ-0062 raised after global routing: false
Initial antenna violation count: 0
Clk latency of the worst-skew pair: 240 ps
Post-DR wirelength/cell: 12.1 µm
Log Warnings: 39
Die Ht: 118 µm
Post-Syn Area: 4050 µm²
Post-synth top cells: 71 x ha_1, 69 x inv_1, 38 x a21oi_1
Core outline area: 13,200 µm²
Max-slew violation count: 0
CP Buf/Inv Count: 5
Mapped Cells: 506
Routed WL: 8510 µm
Finished Core Util: 34.7%
Port bufs: 27
Floorplan utilization: 30.7%
Post-synth EDFFs: 0
Leak: 2.12 nW
Share of cells above drive strength 1: 6.27%
TritonCTS clock tree: done
Residual DRC: 0
Top-area cell share: 21.9%
Max-cap violations: 0
Worst-Margin Slew: 917 ps
Crit path max-delay family: adder cells
Total power per unit cell area: 101 nW/µm²
VDD IR max: 0.0000521 V
Mean area per synthesized cell: 8.00 µm²
## final cells by class
cell class	count	area, µm²
clock buffers	4	88.8
repair buffers	29	285
inverters	71	272
multi-input cells	404	3330
fillers	1336	8620
flip-flops and latches	18	377
well taps	176	220
## metrics by stage
step / area, µm² / setup slack (ps) / total power [mW]
finish: 4570 / 8650 / 0.462
global route: 4570 / 7920 / 0.537
CTS: 4570 / 8640 / 0.467
detailed placement: 4480 / 8670 / 0.429
global placement: 4480 / 8810 / 0.426
floorplan: 4050 / 10260 / 0.356
## sequential cells by signal, indices dropped and copies added (netlist names)
name	cells
SM.state	3
tmr	15
## path summary, 6_finish.rpt
kind                       startpoint          end  slack [ps]  cells past startpoint
min in group asynchronous       rst_n  SM.state[1]        5010                      1
hold reg to reg                tmr[0]       tmr[0]         500                      1
setup reg to reg               tmr[0]       tmr[5]       23310                      9
hold / removal                 tmr[0]       tmr[0]         500                      1
setup / recovery           rght_ld[0]     en_steer        8650                     31
max in group asynchronous       rst_n  SM.state[0]       20170                      1
## placed cells by master, fill, tap and decap left out, types with 3 or more instances in the layout
cell type	n
xor2_1	18
o211ai_1	6
nand2b_1	11
ha_1	71
nand4_1	5
o21ai_0	19
clkbuf_16	3
o21a_1	5
a21o_1	11
inv_1	69
dfxtp_1	15
a21oi_1	38
clkdlybuf4s50_1	27
a211oi_1	3
or2_2	3
fa_1	13
and2_1	7
a31oi_1	4
nor2_1	29
and3_1	12
a221oi_1	5
nor3_2	9
nand3_1	15
nand2_1	15
xnor2_1	33
nor2b_1	5
nor3_1	11
nor4_1	4
## power breakdown
part / total [mW] / switching [mW] / internal, mW / leakage, nW
combinational: 0.391 / 0.211 / 0.180 / 1.92
clock: 0.0338 / 0.00983 / 0.0239 / 0.0442
sequential: 0.0374 / 0.00398 / 0.0334 / 0.159
total: 0.462 / 0.225 / 0.237 / 2.12
## kinds of logic (layout without fill, tap and decap cells)
group                      after synthesis  in the layout  share of synthesized area (%)
and+or+nand+nor                        145            145                           21.2
AOI/OAI and AO/OA                      121            121                           20.6
adders and majority gates               84             84                           28.4
buffers and inverters                   84            104                           8.44
xor gates and xnor gates                52             52                           11.6
DFF                                     18             18                           9.30
muxes                                    2              2                          0.525
## metal layers
metal,part of all wire [%],wire [µm],vias to the layer above,global-route usage [%]
li1,-,-,1834,-
met1,54,4570,1618,20.2
met2,43,3650,52,20.3
met3,2.7,228,4,0.984
met4,0.74,63,0,0.962
met5,0,0,-,0
Power figures rest on the tool's default switching activity, not on a simulated workload.
